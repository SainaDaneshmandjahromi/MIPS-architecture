`flow/design.v`:
```
`timescale 1ns / 1ps
module adder_instruction(preInstruction,nextInstruction
    );
	input [15:0] preInstruction;
	output [15:0] nextInstruction;
	assign nextInstruction = preInstruction + 2;
endmodule
```
`flow/run.sh`:
```
#!/bin/bash
# OpenROAD 26Q1-2900-gdf79404cd8, Yosys 0.63+post, stock flow scripts
make -C /OpenROAD-flow-scripts/flow DESIGN_CONFIG=/design/flow/config.mk WORK_HOME=/design/flow/orfs finish
```
`flow/config.mk`:
```
export PLATFORM = sky130hd
export DESIGN_NAME = adder_instruction
export DESIGN_NICKNAME = adder_instruction
export VERILOG_FILES = /design/flow/design.v
export SDC_FILE = /design/flow/constraint.sdc
export NUM_CORES = 4
export LEC_CHECK = 1
export CORE_AREA = 10 10 70 70
export DIE_AREA = 0 0 80 80
```
`flow/constraint.sdc`:
```
current_design adder_instruction

set clk_period 2.4
set clk_io_pct 0.2

create_clock -name clk0 -period $clk_period

set non_clock_inputs [all_inputs -no_clocks]
set_input_delay [expr $clk_period * $clk_io_pct] -clock clk0 $non_clock_inputs
set_output_delay [expr $clk_period * $clk_io_pct] -clock clk0 [all_outputs]
```
==> qor.csv <==
stage,metric,value,unit
floorplanning,total die area,6400,µm²
placement,DP Worst Slack,-337,ps
worst_setup_path,largest stage delay on the critical path,470,ps
final_timing,clock period minus final worst setup slack,2330,ps
cts,Hold Buf Count CTS,0,
final_timing,worst slew slack as a fraction of its limit,84.9,%
final_layout,relative area change from synthesis to final layout,203,%
power_and_ir_drop,Leak Pwr,0.429,nW
global_route,largest net degree at the start of global routing,8,
detailed_routing,final wirelength,1400,µm
global_route,grt ovf,0,
global_route,vias in the first global route,478,
final_timing,slew of the pin with the lowest slew margin,227,ps
logic_synthesis,tally of yosys warning messages,0,
detailed_routing,residual antenna-violating net count after detailed routing,0,
outcome,outcome,finished clean,
final_layout,number of sequential storage elements,0,
final_timing,"crit path setup slack, layout",74.1,ps
global_route,first-pass GRT wire length,2260,µm
floorplanning,number of primary I/O pins,32,
power_and_ir_drop,Power per Cell Area,127,nW/µm²
floorplanning,core utilization at floorplan,8.42,%
power_and_ir_drop,PnR Total Power,0.000110,W
worst_setup_path,standard cell with the maximum stage delay on the critical path,clkdlybuf4s50_1,
logic_synthesis,number of distinct library cell variants in the gate-level netlist after synthesis,13,
final_timing,fin crit share,96.9,%
final_layout,fraction of final layout cells sized beyond drive strength 1,40.4,%
detailed_routing,ratio of routed vias to standard cells,3.53,
final_timing,Final Hold Violation Tally,0,
floorplanning,Die H,80,µm
detailed_routing,total number of vias,477,
placement,post-detail-place hpwl,1120,µm
worst_setup_path,critical path endpoint category,output pin,
worst_setup_path,crit path DRT,1920,ps
final_timing,final slew viol count,0,
logic_synthesis,sequential area share after synthesis,0,%
worst_setup_path,worst path cell trace,clkdlybuf4s50_1 -> nand4_1 -> buf_6 -> buf_4 -> nor4_4 -> xor2_1 -> buf_2,
final_layout,FF+latch area,0,µm²
placement,cell area after placement,751,µm²
detailed_routing,Diodes inserted,0,
detailed_routing,Iter 0 DRT Violations,12,
logic_synthesis,cell area after synthesis,288,µm²
logic_synthesis,cell count in the Yosys report,39,
logic_synthesis,largest area contributor in the netlist,xor2_1,
floorplanning,chip width,80,µm
final_timing,RSZ-0062 raised after global routing,no,
logic_synthesis,Cell area leaders,"xor2_1, xnor2_1, nor4_2",
worst_setup_path,number of buffers and inverters on the critical path,4,
job,number of maximum-capacitance constraint violations,0,
logic_synthesis,cell count after synthesis,39,
detailed_routing,WL/cell,10.4,µm
worst_setup_path,critical path startpoint category,primary input,
placement,GPL Wtd Cong,0.768,
detailed_routing,# DRC,0,
final_layout,post-route cell area,871,µm²
job,number of warnings in the stage logs,32,
global_route,overall fraction of global-route tracks in use,4.11,%
power_and_ir_drop,maximum VDD drop,0.0000281,V
final_timing,Peak Freq,0.430,GHz
floorplanning,total core area,3420,µm²
worst_setup_path,top cell family by delay on the critical path,buffers and inverters,
logic_synthesis,fraction of synthesized cell area taken by the top area cell type,24.3,%
logic_synthesis,total cell area reported by yosys after synthesis,288,µm²
floorplanning,Row Count,21,
final_timing,worst hold slack,960,ps
final_timing,Final Setup Violations,0,
global_route,antenna violations before repair,0,
final_layout,total of clock buffers placed in the layout,0,
logic_synthesis,Avg Synthesized Cell Area,7.38,µm²
worst_setup_path,type of the worst setup path,in -> out,
worst_setup_path,signal arrival time at the worst endpoint,1850,ps
detailed_routing,Pre-antenna DRT Iters,2,
placement,number of port buffers,30,
hold_path,worst min path class,in -> out,
worst_setup_path,highest net fanout along the worst path,3,
cells in the mapped netlist:
| cell | count |
|---|---|
| xor2_1 | 8 |
| nand3_1 | 6 |
| xnor2_1 | 5 |
| nor3_1 | 4 |
| inv_1 | 3 |
| nand2_1 | 3 |
| nor4_2 | 3 |
| and3_1 | 2 |
| buf_4 | 1 |
| ha_1 | 1 |
| nand4_1 | 1 |
| nand4_4 | 1 |
| nor2_1 | 1 |
path summary, 6_finish.rpt:
path | from | endpoint | slack (ps) | cells past startpoint
min | preInstruction[0] | nextInstruction[0] | 960 | 0
max | preInstruction[10] | nextInstruction[14] | 70 | 7
power by group:
part,switching [W],internal (W)
logic,0.0000410,0.0000694
clock network,0,0
registers,0,0
cell families (layout without fill, tap and decap cells):
group | after synthesis | count (layout) | synth area share (%)
simple gates | 21 | 21 | 49.6
xor+xnor | 13 | 13 | 39.6
buf+inv | 4 | 54 | 6.52
fa+ha+maj | 1 | 1 | 4.35
per-layer routing:
layer / vias to the layer above / share of wire [%] / routed length (µm) / GRT usage [%]
met4: 0 / 0 / 0 / 0
li1: 238 / - / - / -
met5: - / 0 / 0 / 0
met2: 19 / 42 / 583 / 6.58
met3: 0 / 8.9 / 125 / 1.02
met1: 220 / 49 / 690 / 5.74
layout by cell type (no fill, tap or decap), types with 3 or more instances in the layout:
master,netlist,routed
xor2_1,8,8
xnor2_1,5,5
clkdlybuf4s50_1,0,11
dlygate4sd2_1,0,11
buf_4,1,19
nor4_4,0,3
dlymetal6s2s_1,0,4
nor3_2,0,3
nand3_1,6,4
inv_1,3,3
stage by stage:
| stage | setup TNS, ps | utilization (%) | std cells |
|---|---|---|---|
| finish | 0 | 25.5 | 135 |
| global route | 0 | 25.5 | 135 |
| CTS | 0 | 25.1 | 134 |
| detailed placement | -2680 | 22.0 | 129 |
| global placement | -2630 | 22.0 | 129 |
| floorplan | 0 | - | 39 |
layout make-up:
class,instances,area [µm²]
fillers,358,2540
repair buffers,51,453
multi-input cells,35,349
well taps,46,57.6
inverters,3,11.3
timing repair:
item	in CTS	in global routing
endpoints found under the hold margin	0	0
pin swaps	12	7
cloned	0	0
setup buffers	5	1
gates resized	36	6
setup endpoints to repair	11	4
No activity file was given, so power comes from the tool's default toggle rates.
