`config.mk`:
```
export PLATFORM = sky130hd
export DESIGN_NAME = PC_register
export DESIGN_NICKNAME = PC_register
export VERILOG_FILES = /design/flow/design.v
export SDC_FILE = /design/flow/constraint.sdc
export NUM_CORES = 4
export LEC_CHECK = 1
export CORE_AREA = 10 10 83 83
export DIE_AREA = 0 0 93 93
```
`constraint.sdc`:
```
current_design PC_register

set clk_period 2.8
set clk_io_pct 0.2

create_clock -name clk0 -period $clk_period [get_ports {clk}]

set non_clock_inputs [all_inputs -no_clocks]
set_input_delay [expr $clk_period * $clk_io_pct] -clock clk0 $non_clock_inputs
set_output_delay [expr $clk_period * $clk_io_pct] -clock clk0 [all_outputs]
```
`design.v`:
```
`timescale 1ns / 1ps
module PC_register( clk, nextInst, currentInst
    );
	 input clk;
	 input [15:0] nextInst;
	 output reg [15:0] currentInst;
	 always @( posedge clk) begin
		currentInst = nextInst + 1;
	 end
endmodule
```
`run.sh`:
```
#!/bin/bash
# OpenROAD 26Q1-2900-gdf79404cd8, Yosys 0.63+post, stock flow scripts
make -C /OpenROAD-flow-scripts/flow DESIGN_CONFIG=/design/flow/config.mk WORK_HOME=/design/flow/orfs finish
```
==> insert_results.sql <==
-- physical implementation figures
INSERT INTO impl_metrics (metric_group, metric, value, unit) VALUES
('grt', 'global_route_wire_length_before_repair', '2710', 'µm'),
('power', 'powerDensity', '486', 'nW/µm²'),
('logic_synthesis', 'adder_cell_fraction_of_synth_area', '0.0201', ''),
('placed_design', 'gpl_wtd_cong', '0.772', ''),
('route', 'postRouteWirelength', '1750', 'µm'),
('logic_synthesis', 'yosys_register_bits', '16', ''),
('clock_network', 'ctsHtreeMaxLevel', '1', ''),
('cells_and_area', 'areaGrowthSynthToFinish', '74.4', '%'),
('placed_design', 'postPlaceCellArea', '1030', 'µm²'),
('grt', 'total_grt_usage', '0.0395', ''),
('logic_synthesis', 'yosys.area_share.aoi', '0', ''),
('final_timing', 'finalMaxSlewViolations', '0', ''),
('final_timing', 'timing.fmax', '0.555', 'GHz'),
('final_timing', 'layout_worst_path_cycle_share', '0.643', ''),
('logic_synthesis', 'yosys-mux-area-fraction', '0', ''),
('final_timing', 'setup-tns-final', '0', 'ps'),
('logic_synthesis', 'yosysWarnings', '1', ''),
('cells_and_area', 'final_cells', '163', ''),
('clock_network', 'tritoncts', 'done', ''),
('floorplanning', 'initCoreUtil', '0.121', ''),
('clock_network', 'post_cts_hold_buffer_count', '0', ''),
('floorplanning', 'io_pins', '33', ''),
('route', 'via_per_inst', '3.15', ''),
('cells_and_area', 'largest_register_ffs', '16', ''),
('route', 'first_iter_violations', '23', ''),
('route', 'num_antenna_cells', '0', ''),
('logic_synthesis', 'synth-cells-yosys', '57', ''),
('clock_network', 'numCtsBuffers', '3', ''),
('critical_path', 'critPathRequiredTime', '2980', 'ps'),
('critical_path', 'critical_path_arrival', '1980', 'ps'),
('logic_synthesis', 'synthCells', '57', ''),
('final_timing', 'setup_repair_after_global_routing_missed_its_margin', 'false', ''),
('cells_and_area', 'finalInstanceArea', '1080', 'µm²'),
('run', 'log.warning_count', '25', ''),
('final_timing', 'final.min_clock_period', '1800', 'ps'),
('floorplanning', 'chip_area', '8650', 'µm²'),
('grt', 'grt_antenna_before_repair', '0', ''),
('power', 'static-leakage-power', '0.397', 'nW'),
('final_timing', 'max_slew.worst_pin.slew', '387', 'ps'),
('final_timing', 'final_hold_vio_count', '0', ''),
('final_timing', 'maxSlewHeadroom', '0.741', ''),
('clock_network', 'clkTransAtPathRegs', '70', 'ps'),
('clock_network', 'cts_max_path_buffers', '2', ''),
('status', 'status', 'finished, final reports clean', ''),
('placed_design', 'buffer_ports.inserted', '32', ''),
('placed_design', 'dp_slack', '721', 'ps'),
('route', 'drc_errors', '0', ''),
('run', 'max_cap_violations', '0', ''),
('cells_and_area', 'final.fill_count', '579', ''),
('clock_network', 'total_of_cells_resized_after_clock_tree_synthesis', '0', ''),
('power', 'power.ir.vdd_worst', '137', 'µV'),
('critical_path', 'setup.worst_path.start_class', 'input pin', ''),
('logic_synthesis', 'summed_instance_area_of_the_synthesized_netlist', '622', 'µm²'),
('power', 'fin_total_pwr', '0.527', 'mW'),
('clock_network', 'numClockSinks', '16', ''),
('floorplanning', 'die_span_x', '93', 'µm'),
('logic_synthesis', 'simple_gate_area_frac', '0.249', ''),
('logic_synthesis', 'post_synth_xor_area_fraction', '0.197', ''),
('cells_and_area', 'most-common-layout-cells', '32 x sky130_fd_sc_hd__clkdlybuf4s50_1, 16 x sky130_fd_sc_hd__dfxtp_1, 10 x sky130_fd_sc_hd__xor2_1, 5 x sky130_fd_sc_hd__nand3_1', ''),
('grt', 'first_global_vias', '516', ''),
('route', 'drt_pass1_iterations', '4', ''),
('placed_design', 'placed_cells_incl_taps', '159', ''),
('grt', 'grt_overflow', '0', ''),
('logic_synthesis', 'synth_cell_types', '12', ''),
('min_path', 'tightest_hold_check_type', 'in -> reg', ''),
('critical_path', 'worst-setup-path-type', 'in -> reg', ''),
('final_timing', 'report.final.setup_viol', '0', ''),
('cells_and_area', 'layout_top_cell', 'sky130_fd_sc_hd__clkdlybuf4s50_1', ''),
('placed_design', 'dp.final_hpwl', '1470', 'µm');
cell type report:
class                           instances  area (µm²)  share of cell area
Clock buffer                            4        55.1              0.0507
Tap cell                               70        87.6              0.0807
Inverter                                3        11.3              0.0104
Sequential cell                        16         320               0.295
Timing Repair Buffer                   32         320               0.295
Multi-Input combinational cell         38         290               0.268
per-layer routing:
| metal | track usage | routed length, µm |
|---|---|---|
| met1 | 0.0483 | 737 |
| met2 | 0.0602 | 785 |
| met3 | 0.0210 | 194 |
| met4 | 0.00900 | 34 |
| met5 | 0 | 0 |
cell families (layout without fill, tap and decap cells):
group,Yosys count,after routing
AND/OR/NAND/NOR,23,23
flip-flops,16,16
XOR/XNOR,14,14
buffers and inverters,3,39
adder cells (fa/ha/maj),1,1
worst max-delay path: stages:
cell and delay, ps:
sky130_fd_sc_hd__clkdlybuf4s50_1 530, sky130_fd_sc_hd__nand3_1 320, sky130_fd_sc_hd__nor4_2 410, sky130_fd_sc_hd__xor2_1 160
path summary, 6_finish.rpt:
check / start / to / slack [ps] / cells after the start
worst max-delay path: nextInst[2] / currentInst[15] / 1000 / 4
worst min-delay path: nextInst[0] / currentInst[0] / 860 / 2
cell usage after synthesis:
| cell | n | area, µm² |
|---|---|---|
| sky130_fd_sc_hd__inv_1 | 3 | 11.3 |
| sky130_fd_sc_hd__nand4_4 | 1 | 21.3 |
| sky130_fd_sc_hd__nand4_1 | 2 | 12.5 |
| sky130_fd_sc_hd__nor4_2 | 4 | 50.1 |
| sky130_fd_sc_hd__xnor2_1 | 4 | 35.0 |
| sky130_fd_sc_hd__nor3_1 | 4 | 20.0 |
| sky130_fd_sc_hd__xor2_1 | 10 | 87.6 |
| sky130_fd_sc_hd__nor2_1 | 3 | 11.3 |
| sky130_fd_sc_hd__dfxtp_1 | 16 | 320 |
| sky130_fd_sc_hd__nand3_1 | 5 | 25.0 |
| sky130_fd_sc_hd__nand2_1 | 4 | 15.0 |
| sky130_fd_sc_hd__ha_1 | 1 | 12.5 |
report_power, final:
part	total, mW	switching (mW)	internal, mW
clock	0.202	0.0778	0.125
sequential	0.247	0.00355	0.243
combinational	0.0786	0.0258	0.0527
total	0.527	0.107	0.420
Power is estimated from default activity; no workload was simulated.
